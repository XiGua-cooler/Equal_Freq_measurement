<file path="flow/config.mk">
export PLATFORM = sky130hd
export DESIGN_NAME = fre_measure
export DESIGN_NICKNAME = fre_measure
export VERILOG_FILES = /design/flow/design.v
export SDC_FILE = /design/flow/constraint.sdc
export NUM_CORES = 4
export LEC_CHECK = 1
export CORE_UTILIZATION = 30
</file>
<file path="flow/constraint.sdc">
current_design fre_measure

set clk_period 5.1
set clk_io_pct 0.2

create_clock -name clk0 -period $clk_period [get_ports {signal_unknown}]
create_clock -name clk1 -period $clk_period [get_ports {std_clk}]

set non_clock_inputs [all_inputs -no_clocks]
set_input_delay [expr $clk_period * $clk_io_pct] -clock clk0 $non_clock_inputs
set_output_delay [expr $clk_period * $clk_io_pct] -clock clk0 [all_outputs]
</file>
<file path="flow/design.v">
module fre_measure(
     input             std_clk,				 
	  input             std_reset,			 
	  input             signal_unknown,     
	  input             start_flag, 			 
	  output reg        end_flag, 			 
	  output reg[9:0]   fre_val 				 
    );
parameter T_10ms = 28'd500_000;   
parameter FRE_50M = 28'd50;       
reg           en;
reg           temp_end_flag;
reg[27:0]     t_gate_cnt;
reg[31:0]     signal_cnt;
reg[31:0]     std_clk_cnt;
reg           real_gate;
reg           std_gate;
reg[2 :0]     measure_state;
always@(posedge std_clk or negedge std_reset)begin
     if(!std_reset)begin
	       end_flag <= 1'b0;
	  end
	  else begin
	       end_flag <= temp_end_flag;
	  end
end
always@(posedge std_clk or negedge std_reset)begin
     if(!std_reset)begin
	       measure_state <= 3'b000;    
          fre_val <= 10'd0; 	       
	  end
	  else begin
	       case(measure_state)
			 3'b000: begin
			      if(start_flag == 1'b1)begin
					     en <= 1'b1;
						  measure_state <= 3'b001;
					end
			 end
			 3'b001: begin
			      if(temp_end_flag == 1'b1)begin
					     fre_val <= (FRE_50M * signal_cnt) / std_clk_cnt;
						  en <= 1'b0;
						  measure_state <= 3'b000;
					end
					else begin
					     en <= 1'b1;
					     measure_state <= 3'b001; 
					end
			 end
			 default;
			 endcase
	  end
end
always@(posedge std_clk or negedge std_reset)begin
     if(!std_reset)begin
	       t_gate_cnt <= 28'd0;
			 temp_end_flag <= 1'b0;
	  end
	  else if(en == 1'b1)begin
			 if(t_gate_cnt >= T_10ms)begin
					t_gate_cnt <= 28'd0;
					temp_end_flag <= 1'b1;
			 end
			 else begin
					t_gate_cnt <= t_gate_cnt + 1'd1;
					temp_end_flag <= 1'b0;
			 end
	  end
	  else begin
	       t_gate_cnt <= 28'd0;
			 temp_end_flag <= 1'b0;
	  end
end
always@(posedge std_clk or negedge std_reset)begin
     if(!std_reset)begin
	       std_gate <= 1'b0;
	  end
	  else if(en == 1'b1)begin
	       if(t_gate_cnt >= T_10ms)begin
			      std_gate <= ~std_gate;
			 end
			 else begin
			      std_gate <= 1'b1;
			 end
	  end
	  else begin
	       std_gate <= 1'b0;
	  end
end
always@(posedge std_clk or negedge std_reset)begin
     if(!std_reset)begin
	       real_gate <= 1'b0;
	  end
	  else if(en == 1'b1)begin
	       if(std_gate == 1'b1)begin
			      real_gate <= 1'b1;
			 end
			 else begin
			      real_gate <= 1'b0;
			 end
	  end
	  else begin
	       real_gate <= 1'b0;
	  end
end
always@(posedge signal_unknown or negedge std_reset)begin
     if(!std_reset)begin
	       signal_cnt <= 32'd0;
	  end
	  else if(en == 1'b1)begin
	       if(real_gate == 1'b1)begin
			      signal_cnt <= signal_cnt + 1'd1;
			 end
			 else begin
			      signal_cnt <= 32'd0;
			 end
	  end
	  else begin
	       signal_cnt <= 32'd0;
	  end
end
always@(posedge std_clk or negedge std_reset)begin
     if(!std_reset)begin
	       std_clk_cnt <= 32'd0;
	  end
	  else if(en == 1'b1)begin
	       if(real_gate == 1'b1)begin
					std_clk_cnt <= std_clk_cnt + 1'd1;
			 end
			 else begin
					std_clk_cnt <= 32'd0;
			 end
	  end
	  else begin
	       std_clk_cnt <= 32'd0;
	  end
end
endmodule
</file>
<file path="flow/run.sh">
#!/bin/bash
# OpenROAD 26Q1-2900-gdf79404cd8, Yosys 0.63+post, stock flow scripts
make -C /OpenROAD-flow-scripts/flow DESIGN_CONFIG=/design/flow/config.mk WORK_HOME=/design/flow/orfs finish
</file>
==> CHANGELOG.md <==
## Flow update

* Crit path largest cell delay at 0.55 ns
* Synth-to-layout area growth at 71.4%
* Rows at 125
* Placed insts at 8,483
* Largest cells by area: ha_1 22%, dfrtp_1 7.5%, xnor2_1 6.7%, nor2_1 6.3%, a21oi_1 5.5%
* Total clock sinks at 108
* # setup viols final at 10
* Non-filler cells, final at 8,853
* Post-synth top flop: dfrtp_1
* I/O pins at 15
* Yosys Instances at 4,983
* Die X at 346 um
* Number of DRC markers in iteration 0 at 3,049
* Failing checks: setup timing
* Initial antenna violation count at 1
* First-pass GRT wire length at 236 mm
* Syn avg cell area at 7.14 um2
* Worst Path Arrival at 68.25 ns
* Crit-path most repeated cell: buf_4
* M2 GR Usage at 39.1%
* Count of cell types in the netlist at 106
* Crit path max-delay cell type: or4b_4
* DRC violations left at 0
* GRT Total Usage at 24.9%
* Worst path bufs/invs at 76
* Synth cell count leaders: 616 x ha_1, 593 x nor2_1, 487 x nand2_1, 390 x a21oi_1, 272 x xnor2_1
* Hold Path Class: register to register
* Share of cells above drive strength 1 at 44.3%
* ANT nets after route at 0
* ANT cells at 0
* Yosys Warn Count at 1
* # port buffers at 13
* Busiest layer in global routing: met2
* EDFF count, synth at 1
* Worst hold margin at 0.420 ns
* Worst Setup Path Type: register to register
* PnR worst setup slack at -62.92 ns
* CP endpoint kind: register
* Clock Pin Slew Worst Setup and Hold Paths at 0.06 ns
* Worst Clk Skew at 0.00664 ns
* Worst EP required at 5.33 ns
* Synth async-reset ratio at 99.1%
* Area share, top type at 21.7%
* GR Layer Usage met3 at 2.99%
* Max-Cap Viols at 0
* Chip area in the Yosys report at 35,600 um2
* Vias at 45,800
* Register bit count reported by yosys at 108
* Startpoint types: register
* Routed WL at 154 mm
* # hold bufs at CTS at 0
* Pin count of the biggest net entering global routing at 62
* Synth Cell Area at 35,600 um2
* RSZ-0062 raised after global routing: true
* Core area at 117,000 um2
* Drt first pass iters at 6
* Final count of pins violating max slew at 0
* GR Overflow Total at 0
* Status: complete, but fails checks
* Vias in the first global route at 43,200
* Via/cell ratio at 5.18
* Die ar. at 120,000 um2
* Dpl hpwl at 121 mm
* Cell type with the largest total area: ha_1
* Max_slew headroom at 50.0%
* Seq share, synth at 7.61%
* Final Hold Viols at 0
* Routability cong. at 1.03
* Gate Count Post-Synth at 4,983
* CP delay by family, top: AND-OR/OR-AND gates
* Worst-margin pin slew at 0.745 ns
* TritonCTS clock tree: built
* Most frequent cell after synthesis: ha_1
* Avg WL per Cell at 17.4 um
* M1 GR Usage at 36.6%
* Die Ht at 346 um
* Starting Density at 30.4%
* CP max FO at 15
* Reg2reg setup slack at -62.92 ns
* OpenROAD warning count at 37
-- repair_timing --
item / 4_1_cts / 5_1_grt
buffers inserted: 214 / 133
gates cloned: 4 / 3
pin swaps: 258 / 282
resized: 323 / 386
setup endpoints to repair: 10 / 10
-- worst paths after layout --
kind	cells past startpoint	start	end
max	378	signal_cnt[8]	fre_val[0]
min	0	temp_end_flag	end_flag
max reg2reg	378	signal_cnt[8]	fre_val[0]
min reg2reg	0	temp_end_flag	end_flag
max in group clk0	14	signal_cnt[2]	signal_cnt[29]
max in group asynchronous	2	std_reset	signal_cnt[2]
min in group asynchronous	1	std_reset	fre_val[0]
min in group clk0	3	signal_cnt[30]	signal_cnt[30]
-- cells by family (layout without fill, tap and decap cells) --
kind of cell / count (synthesis) / in the layout / share of synthesized area (%)
flip-flops: 108 / 108 / 7.61
adder cells (fa/ha/maj): 641 / 641 / 23.1
XOR/XNOR: 442 / 442 / 10.9
multiplexers: 109 / 109 / 3.36
other: 1 / 9 / 0.0105
AND-OR/OR-AND: 1402 / 1402 / 25.8
buffers and inverters: 394 / 2730 / 4.20
AND/OR/NAND/NOR: 1886 / 1888 / 25.0
-- cell usage in the layout (no fill, tap or decap), types with 53 or more instances in the layout --
master / count
nor2b_1: 63
ha_1: 508
and3_1: 54
nand2_1: 445
o21a_1: 122
buf_4: 2324
inv_1: 250
a21oi_1: 284
ha_4: 91
buf_6: 66
nand4_1: 53
mux2_2: 68
a21oi_2: 83
dfrtp_1: 106
xnor2_1: 270
o21ai_0: 174
xor2_1: 169
nand3_1: 127
nor2_1: 550
a21o_1: 157
nor3_1: 136
-- area by class of cell --
class	count	area (um2)
inverters	270	1010
clock inverters	9	128
repair buffers	2436	19000
fillers	10100	55900
multi-input cells	4491	35900
flip-flops and latches	108	2710
well taps	1524	1910
clock buffers	15	354
-- registers in the layout, summed over array words and instances (netlist names) --
signal	flops
temp_end_flag	1
t_gate_cnt	28
signal_cnt	31
measure_state	2
real_gate	1
fre_val	10
end_flag	1
en	1
std_clk_cnt	32
std_gate	1
-- per-stage QoR --
step | area (um2) | TNS [ns] | setup WS (ns) | util [%]
floorplan | 37600 | -511.49 | -64.03 | -
global placement | 54300 | -526.95 | -65.67 | 46.5
detailed placement | 54300 | -531.16 | -66.20 | 46.5
CTS | 58000 | -501.48 | -62.87 | 49.6
global route | 61000 | -525.75 | -65.81 | 52.2
finish | 61000 | -504.08 | -62.92 | 52.2
-- routing by layer --
layer  up-vias  wire, um
met3       274     10100
met4         2      4870
met2      1306     66700
met1     21400     72800
met5         -        29
li1      22900         -
